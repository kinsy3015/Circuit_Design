### flow/design.v
module Counter_4bit #(parameter integer cnt = 0)
(
	input wire clk,
	input wire reset_b,
	input wire b_done,
	input wire en_handshake,
	output reg [8:0] a_gray_cnt = 0,
	output reg a_gray_data = 0,
	output reg a_clk_en = 1
);
reg [8:0] tmp_gray_cnt = 0;
always @ ( posedge clk or negedge reset_b ) begin
	if(!reset_b) begin
		a_clk_en <= 1;
		a_gray_cnt <= 0;
	end
	else if(!a_clk_en) begin
		if( en_handshake == 1 ) begin
			a_clk_en = 0;
		end
		if(b_done) begin
			a_clk_en <= 1;
			a_gray_cnt <= 0;
		end
		a_gray_data <= a_gray_cnt[8];
		a_gray_cnt <= { a_gray_cnt[7:0] , 1'b0 };
	end
	else begin
		if( en_handshake == 1 ) begin
			a_clk_en = 0;
		end
		a_gray_cnt <= (a_gray_cnt + cnt > 5'b01111) ? 4'b1111 : a_gray_cnt + cnt;
		if(!a_clk_en) begin
			tmp_gray_cnt = a_gray_cnt;
			a_gray_cnt[7] = tmp_gray_cnt[7];
			a_gray_cnt[6] = tmp_gray_cnt[7] ^ tmp_gray_cnt[6];
			a_gray_cnt[5] = tmp_gray_cnt[7] ^ tmp_gray_cnt[6] ^ tmp_gray_cnt[5] ;
			a_gray_cnt[4] = tmp_gray_cnt[7] ^ tmp_gray_cnt[6] ^ tmp_gray_cnt[5] ^ tmp_gray_cnt[4];
			a_gray_cnt[3] = tmp_gray_cnt[7] ^ tmp_gray_cnt[6] ^ tmp_gray_cnt[5] ^ tmp_gray_cnt[4] ^ tmp_gray_cnt[3];
			a_gray_cnt[2] = tmp_gray_cnt[7] ^ tmp_gray_cnt[6] ^ tmp_gray_cnt[5] ^ tmp_gray_cnt[4] ^ tmp_gray_cnt[3] ^ tmp_gray_cnt[2];
			a_gray_cnt[1] = tmp_gray_cnt[7] ^ tmp_gray_cnt[6] ^ tmp_gray_cnt[5] ^ tmp_gray_cnt[4] ^ tmp_gray_cnt[3] ^ tmp_gray_cnt[2] ^ tmp_gray_cnt[1];
			a_gray_cnt[0] = tmp_gray_cnt[7] ^ tmp_gray_cnt[6] ^ tmp_gray_cnt[5] ^ tmp_gray_cnt[4] ^ tmp_gray_cnt[3] ^ tmp_gray_cnt[2] ^ tmp_gray_cnt[1] ^ tmp_gray_cnt[0];
			a_gray_cnt[8] = 1;
		end
	end
end
endmodule
### flow/run.sh
#!/bin/bash
# OpenROAD 26Q1-2900-gdf79404cd8, Yosys 0.63+post, stock flow scripts
make -C /OpenROAD-flow-scripts/flow DESIGN_CONFIG=/design/flow/config.mk WORK_HOME=/design/flow/orfs finish
### flow/config.mk
export PLATFORM = sky130hd
export DESIGN_NAME = Counter_4bit
export DESIGN_NICKNAME = Counter_4bit
export VERILOG_FILES = /design/flow/design.v
export SDC_FILE = /design/flow/constraint.sdc
export NUM_CORES = 4
export LEC_CHECK = 1
export CORE_AREA = 10 10 74 74
export DIE_AREA = 0 0 84 84
### flow/constraint.sdc
current_design Counter_4bit

set clk_period 2.0
set clk_io_pct 0.2

create_clock -name clk0 -period $clk_period [get_ports {clk}]

set non_clock_inputs [all_inputs -no_clocks]
set_input_delay [expr $clk_period * $clk_io_pct] -clock clk0 $non_clock_inputs
set_output_delay [expr $clk_period * $clk_io_pct] -clock clk0 [all_outputs]
==> reports/results.ini <==
[floorplanning]
fp.dieArea_mm2=0.00706
core_area_mm2=0.00397
io_pins=15
die_w_um=84
core_util_floorplan=0.146
die_h_um=84
fp-row-count=23

[final_timing]
maxSlewViolCount=0
tns_ns=0
rsz0062_at_grt=no
timing.final.hold_violations=0
relSlewSlack=0.864
setup_viol=0
fin_ws_ns=0.344
fin_skew_ns=0.00126
min_period_over_period=0.828
timing.hold.ws_ns=0.477
fmax_ghz=0.604
tightest_slew_ns=0.203
fin_crit_ns=1.66

[power]
vdd_ir_drop_max_mv=0.574
p_per_area_mw_per_mm2=1840
p_leak_uw=0.000330

[detailed_routing]
routedWlPerCell_um=10.3
num_antenna_cells=0
routed_wl_mm=1.24
drc=0
num_vias=410
firstDrtPassIters=3
ant_nets=0
drt_iter0_markers=24
via_per_inst=3.42

[cts]
root_buffer=clkbuf_8
cts_made_buffers=3
max-clock-path-buffers=2
h-tree-depth=1
cts_hold_buf=0
postCtsResizedCells=0
post_cts_buffers=0
cts.reportedPaths.clkPinSlew_ns=0.05
cts_num_sinks=11
cts_tree=yes
clk_latency_ns=0.23

[flow_run]
cap_violations=0
tool_warnings=25

[place]
placed_cell_area_um2=773
dp_hpwl_um=980
dp.cells=116
port_buffers=14
pre_cts_slack_ns=0.273
gp_congestion=0.777

[synth]
yosysUniqueCellTypes=19
topCellsByArea=dfrtp_1 (39%), xnor2_1 (9.1%), nor2_1 (6.5%), mux2_2 (5.8%), xnor2_2 (5.6%)
yosysTopAreaCellShare=0.390
ys_cells=52
synth_seq_share=0.487
avgSynthCellArea_um2=11.1
yosysWarnings=1
synth_area_um2=578
netlist_instances=52
top_area_cell=dfrtp_1
yosys_area_um2=578
ys.flops=11

[critical_path]
crit_fanout=5
worstSetupEndpointType=register
cpMaxStageDelayCell=xnor3_2
crit_type=reg -> reg
slowest_delay_ns=0.48
arrival_ns=1.81
worstPathRequired_ns=2.16
start_kind=register
crit_path_cell_trace=xnor2_2 > xnor3_2 > xnor2_1 > nor2_1 > mux2i_1

[grt]
track_usage=0.0365
grt_max_degree=19
antenna_found_initial=0
grt_overflow_total=0
grt_pass1_wl_mm=2.18
grt_pass1_vias=423

[cells_and_area]
drive_gt1_frac=0.171
combGateArea_um2=267
final_area_um2=818
fillers=430
layout.cells.non_filler=120
syn_to_final_growth_pct=41.6
regArea_um2=282

[run_status]
status=completed

[worst_hold_path]
hp-class=reg -> reg

==> state kept, by name, summed over array words and instances, names as in the netlist <==
name and cells:
a_clk_en 1, a_gray_cnt 9, a_gray_data 1
==> cell usage after synthesis <==
library cell  instances
nor2_1               10
dfrtp_1               9
xnor2_1               6
a21oi_1               5
mux2_2                3
nand2_1               3
buf_6                 2
inv_1                 2
xnor2_2               2
a21o_1                1
dfstp_2               1
edfxtp_1              1
mux2i_1               1
nand2b_1              1
nor2b_1               1
o21ai_0               1
o22ai_1               1
xnor3_2               1
xor2_1                1
==> final cells by class <==
| type | instances | area share |
|---|---|---|
| Timing Repair Buffer | 16 | 0.190 |
| Sequential cell | 11 | 0.344 |
| Multi-Input combinational cell | 37 | 0.326 |
| Tap cell | 50 | 0.0765 |
| Inverter | 2 | 0.00917 |
| Clock buffer | 4 | 0.0550 |
==> stage by stage <==
| stage | utilization | total power [uW] |
|---|---|---|
| final | 0.206 | 1510 |
| after global routing | 0.206 | 1650 |
| after CTS | 0.206 | 1540 |
| after detailed placement | 0.195 | 1300 |
| after global placement | 0.195 | 1300 |
| after floorplan | - | 1040 |
==> routing by layer <==
metal	global-route usage	part of all wire	vias to the layer above
met2	0.0564	0.48	7
met4	0.00152	0	0
met1	0.0478	0.46	198
met5	0	0	-
met3	0.0167	0.063	0
li1	-	-	205
==> kinds of logic after synthesis <==
family / Yosys count / share of synthesized area
AND/OR/NAND/NOR: 15 / 0.106
XOR/XNOR: 10 / 0.203
multiplexers: 4 / 0.0758
flip-flops: 11 / 0.487
buffers and inverters: 4 / 0.0520
AND-OR/OR-AND: 8 / 0.0758
==> cells in the final DEF (no fill, tap or decap) <==
master / n
inv_1: 2
xnor3_2: 1
xor2_1: 1
clkdlybuf4s50_1: 14
nor2_1: 10
nand2_1: 3
xnor2_1: 6
o22ai_1: 1
nor2b_1: 1
dfrtp_1: 9
clkbuf_8: 3
a21o_1: 1
buf_4: 2
a21oi_1: 5
nand2b_1: 1
mux2_2: 3
dfstp_2: 1
edfxtp_1: 1
clkbuf_1: 1
o21ai_0: 1
mux2i_1: 1
xnor2_2: 2
==> power breakdown <==
group	switching (uW)	total [uW]	internal [uW]	leakage, uW
Combinational	300	857	557	0.000184
Clock	75.6	215	139	0.0000228
Sequential	114	437	323	0.000123
Total	490	1510	1020	0.000330
==> final timing paths <==
path	slack, ns	to	start	cells past startpoint
max in group asynchronous	1.27	a_clk_en$_DFF_PN1_	reset_b	2
min in group asynchronous	0.52	a_gray_cnt[7]$_DFFE_PN0N_	reset_b	2
hold reg to reg	0.48	a_gray_data$_DFFE_PP_	a_gray_cnt[8]$_DFFE_PN0P_	0
hold / removal	0.48	a_gray_data$_DFFE_PP_	a_gray_cnt[8]$_DFFE_PN0P_	0
setup / recovery	0.34	a_gray_cnt[0]$_DFFE_PN0P_	a_gray_cnt[7]$_DFFE_PN0N_	5
setup reg to reg	0.34	a_gray_cnt[0]$_DFFE_PN0P_	a_gray_cnt[7]$_DFFE_PN0N_	5
==> critical path: cells and delay by family (launching register included) <==
family | cells | cell delay [ns]
flops | 1 | 0.43
simple gates | 1 | 0.11
mux | 1 | 0.18
xor+xnor | 3 | 0.86
No activity file was given, so power comes from the tool's default toggle rates.
